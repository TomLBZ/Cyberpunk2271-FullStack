==> ./design.v <==
module BACKUP( );
endmodule
module CLK_16K(
	input CLK250M,
	output reg outReg
);
localparam halflimit = 7812;
localparam limit = 15625;
reg [13:0] counter;
always @(posedge CLK250M) begin
	counter = counter + 1;
	if (counter <= halflimit ) outReg = 0;
	else if (counter <= limit) outReg = 1;
	else begin
		counter = 0;
		outReg = 0;
	end
end
endmodule
module ENVELOPE_CTRL12 (
	input CLK,
	input RST,
	input new_sample,
	input new_note_pulse,
	input release_note_pulse,
	input [11:0] sustain_value,
	output reg [11:0] volume_d,
	input [11:0] volume,
	output reg [4:0] state
);
reg latch_new_note;
reg latch_release_note;
always @(posedge CLK) begin
	if (RST == 1'b1) begin
		latch_new_note <= 1'b0;
		latch_release_note <= 1'b0;
	end
	else begin
		if (new_note_pulse == 1'b1) latch_new_note <= 1'b1;
		if (release_note_pulse== 1'b1) latch_release_note <= 1'b1; 
		if (state[2:0] == 3'd1 && latch_new_note == 1'b1) latch_new_note <= 1'b0;
		if((state[2:0] == 3'd4 || state[2:0] == 3'd5) && latch_release_note == 1'b1) 
			latch_release_note <= 1'b0;
	end
end
always @(posedge CLK) begin
	if (RST== 1'b1) begin
		state <= 3'd5;
		volume_d <= 12'h000;
	end
	else begin	
		if (new_sample == 1'b1) begin
			volume_d <= volume;
			case (state[2:0])
			3'd5: begin
				if (latch_new_note == 1'b1) state[2:0] <= 3'd1;
				else state[2:0] <= 3'd5;			 
			end
			3'd1: begin
				if ( 12'h000 <= volume && volume < 12'h7FF ) state[2:0] <= 3'd1;
				else state[2:0] <= 3'd2;
			end
			3'd2: begin
				if (latch_new_note == 1'b1) state[2:0] <= 3'd1;
				else if (latch_release_note == 1'b1) state[2:0] <= 3'd4;
				else if (volume > sustain_value) state[2:0] <= 3'd2;
				else state[2:0] <= 3'd3;
			end
			3'd3: begin
				if (latch_new_note == 1'b1) state[2:0] <= 3'd1;
				else if (latch_release_note == 1'b1) state[2:0] <= 3'd4;
				else state[2:0]<= 3'd3;
			end				
			3'd4: begin
				if (latch_new_note == 1'b1) state[2:0] <= 3'd1;
				else if (volume > 12'h000 && volume[11] == 1'b0) state[2:0] <= 3'd4;
				else state[2:0] <= 3'd5;
			end
			endcase
		end
		state[3] <= latch_new_note;
		state[4] <= latch_release_note;
	end
end
endmodule
module MIXER12_MONO(
	input wire [11:0] channel0,
	input wire [11:0] channel1,
	input wire [11:0] channel2,
	input wire [11:0] channel3,
	input wire [11:0] channel4,
	input wire [11:0] channel5,
	input wire [11:0] channel6,
	input wire [11:0] channel7,
	input wire [11:0] channel8,
	input wire [11:0] channel9,
	input wire [11:0] channel10,
	input wire [11:0] channel11,
	input wire [11:0] channel12,
	input wire [11:0] channel13,
	input wire [11:0] channel14,
	input wire [11:0] channel15,
	output wire [11:0] mono_o
);
reg [11:0] mono;
wire [15:0] sum = channel0 + channel1 + channel2 + channel3 + 
	channel4 + channel5 + channel6 + channel7 + channel8 + channel9 + 
	channel10 + channel1 + channel2 + channel3 + channel4 + channel15;
assign mono_o = (sum[15:12] > 0) ? 12'd4095 : sum[11:0];
endmodule
==> ./run.sh <==
#!/bin/bash
# OpenROAD 26Q1-2900-gdf79404cd8, Yosys 0.63+post, stock flow scripts
make -C /OpenROAD-flow-scripts/flow DESIGN_CONFIG=/design/flow/config.mk WORK_HOME=/design/flow/orfs finish
==> ./config.mk <==
export PLATFORM = sky130hd
export DESIGN_NAME = MIXER12_MONO
export DESIGN_NICKNAME = MIXER12_MONO
export VERILOG_FILES = /design/flow/design.v
export SDC_FILE = /design/flow/constraint.sdc
export NUM_CORES = 4
export LEC_CHECK = 1
export CORE_UTILIZATION = 50
==> ./constraint.sdc <==
current_design MIXER12_MONO

set clk_period 10.1
set clk_io_pct 0.2

create_clock -name clk0 -period $clk_period

set non_clock_inputs [all_inputs -no_clocks]
set_input_delay [expr $clk_period * $clk_io_pct] -clock clk0 $non_clock_inputs
set_output_delay [expr $clk_period * $clk_io_pct] -clock clk0 [all_outputs]
==> flow_summary.ini <==
; synthesis and place-and-route metrics
[logic_synthesis]
yosys-top-cells-area = fa_1 61%, inv_1 17%, ha_1 6.5%
avgSynthCellArea_um2 = 9.79
netlist_instances = 393
yosysCellCount = 393
area_of_the_mapped_netlist_mm2 = 0.00385
synth_top_area_share_pct = 60.9
yosys_area_mm2 = 0.00385
ys_seq_share_pct = 0
yosysWarnings = 0
yosysTopAreaCell = fa_1
synth.lib_cells_used.distinct = 44

[finish]
final_cell_mix = 178 x inv_1, 156 x clkdlybuf4s50_1, 117 x fa_1
layout.area.seq_um2 = 0
most_frequent_logic_cell_in_the_layout = inv_1
sequential_cell_total = 0
post_route_cells_drive_above_1_share_pct = 2.38
clockBufferCount = 0
area_overhead_vs_synth_pct = 43.8

[timing]
hold_slack_ps = 5280
setup-violations-final = 0
timing_worst_slew_pin_value_ps = 463
final_min_period_over_clock_period_pct = 96.9
finalHoldViolCount = 0
finalMaxSlewViolations = 0
worst_slew_margin_rel_pct = 68.9
fmaxAchievable_mhz = 102
fin_setup_tns_ps = 0
period_minus_ws_final_ps = 9790
setup_repair_after_global_routing_missed_its_margin = false

[flow_run]
warnings = 81
max_cap_violations = 0

[drt]
drt_drc_violations_left = 0
routed_length_per_instance_um = 9.91
antenna_cells = 0
drt_first_iter_violations = 48
postRouteAntennaNets = 0
dr.pass1.iters = 4
vias = 2886
avgViaCountPerCell = 4.47
wirelength_um = 6400

[floorplan]
fp-row-count = 31
fp-utilization_pct = 52.5
design.die.area_mm2 = 0.00805
dieWidth_um = 89.7
die_height_um = 89.7
io-pin-count = 204
placeable_core_region_mm2 = 0.00733

[worst_setup_path]
cp-end-kind = output port
timing_worst_setup_path_type = input pin to output port
timing.critical_path.arrival_ps = 7770
cp-start-kind = input pin
worstPathMaxFanout = 12
cp.required_ps = 8080

[global_routing]
grtUsageTotal_pct = 18.6
grt.met3_usage_pct = 2.49
grt_max_degree = 13
grt_pass1_vias = 2989
grt.met1_usage_pct = 29.2
globalRoute.totalOverflow = 0
grt-busiest-layer = met2
globalRouteMet2Util_pct = 32.2
grt_pass1_wl_um = 11800
antenna_found_initial = 0

[clock_tree]
buffers_inserted_by_post_cts_timing_repair = 0
cts_hold_repair.buffers = 0

[placed_design]
detailedPlacementHpwl_um = 6410
gp_congestion = 0.830
port-buffer-count = 156

[hold_path]
worst_hold_path_type = input pin to output port

[outcome]
run_status = finished, final reports clean
synthesized netlist by cell type, drive strengths merged (3+ instances only):
cell / n
and3: 3
nor3: 5
ha: 20
nand3: 3
xnor2: 5
or4b: 10
fa: 117
a21oi: 8
nor2: 6
inv: 178
a21o: 4
repair_timing:
action / in CTS / in global routing
setup endpoints to repair: 0 / 10
endpoints found under the hold margin: 0 / 0
gates resized: 0 / 2
worst max-delay path: stages:
cell and delay (ps):
clkdlybuf4s50_1 460, inv_1 50, fa_1 540, inv_1 60
fa_1 550, fa_1 430, fa_1 490, inv_1 50
fa_1 470, inv_1 40, ha_1 330, a21o_1 210
a31o_1 210, o21ai_0 270, a21oi_1 150, nor4_4 500
or4b_1 490, clkdlybuf4s50_1 420
final timing paths:
check | start | end | cells after the start
setup / recovery | channel3[6] | mono_o[2] | 18
hold / removal | channel15[0] | mono_o[0] | 5
area by class of cell:
cell class,instances,area [um2]
Fill cell,498,1800
Tap cell,99,124
Inverter,178,668
Timing Repair Buffer,157,1570
Multi-Input combinational cell,212,3170
logic make-up (layout without fill, tap and decap cells):
| group | count (synthesis) | count (layout) | share of synthesized area (%) |
|---|---|---|---|
| xor gates and xnor gates | 6 | 6 | 1.37 |
| buffers and inverters | 182 | 335 | 18.0 |
| and+or+nand+nor | 41 | 42 | 8.03 |
| AOI/OAI and AO/OA | 26 | 26 | 4.88 |
| muxes | 1 | 1 | 0.293 |
| adders and majority gates | 137 | 137 | 67.4 |
layer usage:
layer,vias up,part of all wire [%]
li1,1423,-
met1,1374,39
met2,89,55
met3,0,6.1
met4,0,0
met5,-,0
per-stage QoR:
stage                     cell area [um2]  utilization, %  instances  worst slack (ps)
after floorplan                      3850               -        393              1400
after global placement               5510            75.2        645               211
after detailed placement             5510            75.2        645               214
after CTS                            5510            75.2        645               166
after global routing                 5530            75.5        646              9.67
final                                5530            75.5        646               313
