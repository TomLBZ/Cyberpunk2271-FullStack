`/design/flow/run.sh`:
```
#!/bin/bash
# OpenROAD 26Q1-2900-gdf79404cd8, Yosys 0.63+post, stock flow scripts
make -C /OpenROAD-flow-scripts/flow DESIGN_CONFIG=/design/flow/config.mk WORK_HOME=/design/flow/orfs finish
```
`/design/flow/config.mk`:
```
export PLATFORM = sky130hd
export DESIGN_NAME = NTE_CLK
export DESIGN_NICKNAME = NTE_CLK
export VERILOG_FILES = /design/flow/design.v
export SDC_FILE = /design/flow/constraint.sdc
export NUM_CORES = 4
export LEC_CHECK = 1
export CORE_UTILIZATION = 50
```
`/design/flow/constraint.sdc`:
```
current_design NTE_CLK

set clk_period 2.5
set clk_io_pct 0.2

create_clock -name clk0 -period $clk_period [get_ports {CLK24M}]
create_clock -name clk1 -period $clk_period [get_ports {changeCLK}]

set non_clock_inputs [all_inputs -no_clocks]
set_input_delay [expr $clk_period * $clk_io_pct] -clock clk0 $non_clock_inputs
set_output_delay [expr $clk_period * $clk_io_pct] -clock clk0 [all_outputs]
```
`/design/flow/design.v`:
```
module NTE_CLK(
	input CLK24M,
	input changeCLK,
	input [6:0] note,
	output reg outreg
);
reg [15:0] max;
reg [15:0] counter;
localparam defaultMax = 16'd30;
initial begin
	max = defaultMax;
end
always @ (posedge changeCLK) begin
	case (note)
	7'd127: max = 16'd31;
	7'd126: max = 16'd33;
	7'd125: max = 16'd35;
	7'd124: max = 16'd37;
	7'd123: max = 16'd39;
	7'd122: max = 16'd42;
	7'd121: max = 16'd44;
	7'd120: max = 16'd47;
	7'd119: max = 16'd50;
	7'd118: max = 16'd53;
	7'd117: max = 16'd56;
	7'd116: max = 16'd59;
	7'd115: max = 16'd63;
	7'd114: max = 16'd66;
	7'd113: max = 16'd70;
	7'd112: max = 16'd74;
	7'd111: max = 16'd79;
	7'd110: max = 16'd84;
	7'd109: max = 16'd88;
	7'd108: max = 16'd94;
	7'd107: max = 16'd99;
	7'd106: max = 16'd105;
	7'd105: max = 16'd111;
	7'd104: max = 16'd118;
	7'd103: max = 16'd125;
	7'd102: max = 16'd133;
	7'd101: max = 16'd140;
	7'd100: max = 16'd149;
	7'd99: max = 16'd158;
	7'd98: max = 16'd167;
	7'd97: max = 16'd177;
	7'd96: max = 16'd188;
	7'd95: max = 16'd199;
	7'd94: max = 16'd210;
	7'd93: max = 16'd223;
	7'd92: max = 16'd236;
	7'd91: max = 16'd250;
	7'd90: max = 16'd265;
	7'd89: max = 16'd281;
	7'd88: max = 16'd298;
	7'd87: max = 16'd315;
	7'd86: max = 16'd334;
	7'd85: max = 16'd354;
	7'd84: max = 16'd375;
	7'd83: max = 16'd397;
	7'd82: max = 16'd421;
	7'd81: max = 16'd446;
	7'd80: max = 16'd472;
	7'd79: max = 16'd501;
	7'd78: max = 16'd530;
	7'd77: max = 16'd562;
	7'd76: max = 16'd595;
	7'd75: max = 16'd631;
	7'd74: max = 16'd668;
	7'd73: max = 16'd708;
	7'd72: max = 16'd750;
	7'd71: max = 16'd795;
	7'd70: max = 16'd842;
	7'd69: max = 16'd892;
	7'd68: max = 16'd945;
	7'd67: max = 16'd1001;
	7'd66: max = 16'd1061;
	7'd65: max = 16'd1124;
	7'd64: max = 16'd1191;
	7'd63: max = 16'd1261;
	7'd62: max = 16'd1336;
	7'd61: max = 16'd1416;
	7'd60: max = 16'd1500;
	7'd59: max = 16'd1589;
	7'd58: max = 16'd1684;
	7'd57: max = 16'd1784;
	7'd56: max = 16'd1890;
	7'd55: max = 16'd2002;
	7'd54: max = 16'd2121;
	7'd53: max = 16'd2248;
	7'd52: max = 16'd2381;
	7'd51: max = 16'd2523;
	7'd50: max = 16'd2673;
	7'd49: max = 16'd2832;
	7'd48: max = 16'd3000;
	7'd47: max = 16'd3178;
	7'd46: max = 16'd3367;
	7'd45: max = 16'd3568;
	7'd44: max = 16'd3780;
	7'd43: max = 16'd4004;
	7'd42: max = 16'd4243;
	7'd41: max = 16'd4495;
	7'd40: max = 16'd4762;
	7'd39: max = 16'd5045;
	7'd38: max = 16'd5345;
	7'd37: max = 16'd5663;
	7'd36: max = 16'd6000;
	7'd35: max = 16'd6356;
	7'd34: max = 16'd6735;
	7'd33: max = 16'd7135;
	7'd32: max = 16'd7560;
	7'd31: max = 16'd8009;
	7'd30: max = 16'd8485;
	7'd29: max = 16'd8991;
	7'd28: max = 16'd9525;
	7'd27: max = 16'd10091;
	7'd26: max = 16'd10690;
	7'd25: max = 16'd11326;
	7'd24: max = 16'd12001;
	7'd23: max = 16'd12713;
	7'd22: max = 16'd13467;
	7'd21: max = 16'd14270;
	7'd20: max = 16'd15117;
	7'd19: max = 16'd16018;
	7'd18: max = 16'd16974;
	7'd17: max = 16'd17977;
	7'd16: max = 16'd19050;
	7'd15: max = 16'd20177;
	7'd14: max = 16'd21386;
	7'd13: max = 16'd22658;
	7'd12: max = 16'd24002;
	7'd11: max = 16'd25433;
	7'd10: max = 16'd26935;
	7'd9: max = 16'd28541;
	7'd8: max = 16'd30234;
	7'd7: max = 16'd32036;
	7'd6: max = 16'd33948;
	7'd5: max = 16'd35970;
	7'd4: max = 16'd38101;
	7'd3: max = 16'd40374;
	7'd2: max = 16'd42749;
	7'd1: max = 16'd45316;
	7'd0: max = 16'd47975;
	default: max = defaultMax;
	endcase
end
always @ (posedge CLK24M) begin
	if (counter >= max) begin
		counter = 0;
		outreg = ~outreg;
	end
	else counter = counter + 1;
end
endmodule
```
==> results.toml <==
# physical design summary
[status]
status = "finished clean"

[finish]
final_util = 0.6050
drive_above_1_share = 0.1996
area_growth_pct = 17.11

[power]
p_int_w = 0.001210
power_density_nw_per_um2 = 476.4
combPwrFrac = 0.402
peakVddDrop_v = 0.0003973
pwr-share-clk = 0.238
seqPwrFrac = 0.360
p_switching_w = 0.0007478
p_sw_frac = 0.3819
leakage_nw = 1.761

[global_route]
grt_pass1_wl_mm = 19.24
grt_use_total = 0.3503
grt_antenna_before_repair = 0
grt_pass1_vias = 3556
grt_overflow = 0
grt_start_max_net_pins = 42

[job]
warnings = 34
drv_cap = 0

[die]
chipArea_sq_um = 7358
rows = 30
die_h_um = 85.78
coreArea_sq_um = 6794
ioPinCount = 10
die_width_um = 85.78
fp_util = 0.5166

[yosys]
synth_seq_share = 0.1911
ys_area_sq_um = 3510
avgSynthCellArea_sq_um = 7.358
synth_flops = 33
async_flop_share = 0
edf_count = 1
synth_cell_type_count = 74
ys.flop_type = "dfxtp_1"
ys_cells = 477
synth_warnings = 1
synth_area_sq_um = 3510
netlist_instances = 477

[worst_setup_path]
crit_type = "input port to register"
worstPathCellList = "clkdlybuf4s50_1, buf_4, ha_2, buf_4, inv_1, o21ai_0, o22a_1, a211oi_1, a22oi_1"
cp_max_fo = 15
endpoint_kind = "register"
slowest_delay_ps = 470
worstPathArrival_ps = 2580
critPathTopFamily = "buffers and inverters"
worstReg2RegStart = "counter[2]"
cp_slowest_cell = "clkdlybuf4s50_1"
crit_buf_inv = 4
crit_start = "note[0]"
critPathLaunchType = "input port"
cpMostUsedCell = "buf_4"
crit_required_ps = 2670

[final_timing]
hold_viol_final = 0
fin_skew_ps = 10.71
finalSetupViolCount = 0
relSlewSlack = 0.6154
rsz0062_at_grt = "false"
hold_slack_ps = 512.9
slew_viol_final = 0
worst_pin_slew_ps = 572.8

[routing]
drt_wl_total_mm = 12.11
drc = 0
ant_nets = 0
drtIter0Drc = 578
vias = 3854
antennaDiodeCount = 0
viasPerCell = 6.196
first_pass_iters = 7
wl_per_cell_um = 19.47

[place]
io_buffers = 8
dp_hpwl_mm = 9.394
gp_congestion = 1.118

[clocking]
ctsHoldBuffers = 0
cts_tree = "built"
clock_sinks = 33
path_clk_slew_ps = 80

[worst_hold_path]
hold_path.class = "register to register"
hp-start = "counter[0]"
[area by class of cell]
type	count	area [sq um]
repair buffers	79	640.6
flip-flops and latches	33	670.6
inverters	31	116.4
clock inverters	1	5.005
well taps	96	120.1
fillers	645	2684
clock buffers	7	96.34
multi-input cells	375	2461
[routing by layer]
metal  GRT usage  routed length (um)
met5           0                   0
met4      0.1485                 692
met3     0.07324                1334
met2      0.5360                5249
met1      0.4880                4836
[repair_timing]
item | in CTS | in global routing
endpoints found under the setup margin | 0 | 5
resized | 0 | 4
setup buffers | 0 | 0
[placed cells by master, fill, tap and decap left out, types with 8 or more instances in the layout]
cell	instances
a211oi_1	13
a21oi_1	31
a22oi_1	8
a31oi_1	8
buf_4	68
dfxtp_1	32
ha_1	24
inv_1	29
nand2_1	46
nand2b_1	8
nand3_1	18
nor2_1	54
nor2b_1	9
nor3_1	10
o211ai_1	8
o21ai_0	29
xor2_1	8
[kinds of logic after synthesis]
logic type,after synthesis,share of synthesized area
simple gates,175,0.2460
compound gates,153,0.2991
buf+inv,69,0.1102
flops,33,0.1911
xor+xnor,16,0.04207
fa+ha+maj,27,0.09626
mux,4,0.01533
[worst register-to-register path: stages, from the launching register on]
cell,delay [ps]
dfxtp_1,430
ha_1,280
a211oi_1,220
o21ai_0,170
a41oi_1,280
nand3_2,260
buf_4,260
nor2_1,90
[through the flow]
| step | setup slack (ps) | instances | total power (W) | setup TNS, ps | area (sq um) |
|---|---|---|---|---|---|
| after floorplan | 367.2 | 477 | 0.001203 | 0 | 3510 |
| after global placement | -164.1 | 614 | 0.001474 | -1184 | 4000 |
| after detailed placement | -177.5 | 614 | 0.001476 | -1188 | 4000 |
| after CTS | 86.31 | 622 | 0.001949 | 0 | 4101 |
| after global routing | 37.40 | 622 | 0.002088 | 0 | 4110 |
| final | 89.45 | 622 | 0.001958 | 0 | 4110 |
[Yosys cell counts (all sizes together), types with 9 or more instances]
cell type | number | share of area
a21oi | 31 | 0.044
xor2 | 9 | 0.025
o21ai | 32 | 0.046
nand3 | 19 | 0.029
a211oi | 14 | 0.031
ha | 27 | 0.096
nor2 | 59 | 0.070
nand2b | 9 | 0.018
buf | 33 | 0.072
nor2b | 11 | 0.021
nor3 | 10 | 0.014
inv | 31 | 0.033
nand2 | 47 | 0.051
dfxtp | 32 | 0.18
[state kept, by name, indices dropped and copies added, names as in the netlist]
name     cells
counter     16
outreg       1
max         16
[final timing paths]
path	cells past startpoint	to	slack [ps]
min in group clk1	4	max[5]	860
max in group clk0	7	counter[5]	460
worst max-delay path	9	max[7]	90
worst max register to register	7	counter[5]	460
worst min-delay path	1	counter[0]	510
worst min register to register	1	counter[0]	510
[power groups by stage]
stage / combinational [W] / sequential, W / clock (W)
5_1_grt: 0.000871 / 0.000714 / 0.000503
4_1_cts: 0.000767 / 0.000701 / 0.000480
6_report: 0.000787 / 0.000704 / 0.000467
Power and IR drop assume default switching activity.
