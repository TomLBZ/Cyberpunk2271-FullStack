===== flow/config.mk =====
export PLATFORM = sky130hd
export DESIGN_NAME = PWM12
export DESIGN_NICKNAME = PWM12
export VERILOG_FILES = /design/flow/design.v
export SDC_FILE = /design/flow/constraint.sdc
export NUM_CORES = 4
export LEC_CHECK = 1
export CORE_AREA = 10 10 70 70
export DIE_AREA = 0 0 80 80

===== flow/design.v =====
module PWM12(
	input [7:0] strength,
	input PWM_CLK,
	output wire PWM_OUT
);
reg [7:0] steps = 0;
always @ (posedge PWM_CLK) begin steps = steps + 1; end
assign PWM_OUT = steps > strength ? 0 : PWM_CLK;
endmodule
module PWM_SD(input [7:0] strength, input clk, output out);
	reg [8:0] accu;
	always @(posedge clk) accu <= accu[7:0] + strength[7:0];
	assign out = accu[8];
endmodule

===== flow/constraint.sdc =====
current_design PWM12

set clk_period 2.1
set clk_io_pct 0.2

create_clock -name clk0 -period $clk_period [get_ports {PWM_CLK}]

set non_clock_inputs [all_inputs -no_clocks]
set_input_delay [expr $clk_period * $clk_io_pct] -clock clk0 $non_clock_inputs
set_output_delay [expr $clk_period * $clk_io_pct] -clock clk0 [all_outputs]

===== flow/run.sh =====
#!/bin/bash
# OpenROAD 26Q1-2900-gdf79404cd8, Yosys 0.63+post, stock flow scripts
make -C /OpenROAD-flow-scripts/flow DESIGN_CONFIG=/design/flow/config.mk WORK_HOME=/design/flow/orfs finish

==> ci_impl_report.md <==
## PnR job results

| Metric | Value |
|---|---|
| Worst path top cell family by delay | buffers and inverters |
| Crit path time final | 2.06 ns |
| Log Warnings | 31 |
| Overall Power | 475 uW |
| Die height | 80 um |
| Peak VDD IR | 0.240 mV |
| Gr usage total | 3.48% |
| Top-count cell post-synth | ha_1 |
| Synth Cell Area | 465 um^2 |
| Fmax achieved | 0.490 GHz |
| Drt via density | 3.39 |
| Xor+xnor area frac | 11.3% |
| Min-delay src | steps[0] |
| FP Util | 13.6% |
| Largest net degree at the start of global routing | 6 |
| Most instantiated cells after synthesis | 9 x ha_1, 8 x dfxtp_1, 8 x inv_1, 4 x xnor2_1, 3 x nand3_1 |
| CP arrival | 1.64 ns |
| YS chip area | 465 um^2 |
| TritonCTS clock tree | done |
| Worst EP required | 1.68 ns |
| Ant diodes | 0 |
| WHS Endpoint | steps[0] |
| Cell count of the worst hold path | 1 |
| Reg2reg setup slack | 0.92 ns |
| Row cnt | 21 |
| Clock Latency Late Sink | 0.35 ns |
| Worst-path maximum fanout | 2 |
| Core area | 3420 um^2 |
| # Cells Yosys | 50 |
| Slew @ Worst Pin | 0.177 ns |
| Worst-path clk slew | 0.05 ns |
| Period utilisation layout | 98.1% |
| Setup ws final | 0.0403 ns |
| Simple-Gate Fraction of Synth Area | 15.6% |
| Yosys Warn Count | 1 |
| Mux share | 0% |
| Yosys adder share | 24.2% |
| Flops after synth | 8 |
| Post-route ant nets | 0 |
| Critical-path top delay cell | clkbuf_4 |
| Hold-fix buffers, CTS | 0 |
| Die W | 80 um |
| Seq share, synth | 34.4% |
| Synth area leader | dfxtp_1 |
| Count of library flops with an enable pin | 0 |
| Critical R2R Capture | steps[6] |
| Worst Hold Class | reg2reg |
| Pre-CTS WS | -0.533 ns |
| GPL Wtd Cong | 0.764 |
| Initial antenna violation count | 0 |
| Top non-seq family | adder cells |
| Status | finished clean |
| Top cells, area | dfxtp_1 34%, ha_1 24%, xnor2_1 7.5% |
| CP Class | clk2out |
| Avg Cell Area, Syn | 9.31 um^2 |
| Mapped Cells | 50 |
| Cells on worst reg2reg path | 5 |
| Reg2reg start | steps[1] |
| Synth top area share | 34.4% |
| CP Capture Type | output pin |
| Fin. Hold Viols | 0 |
| Global-route wire length before repair | 1.72 mm |
| DRC | 0 |
| Max-cap violations | 0 |
| Total iterations of the first detailed-routing run | 2 |
| Chip footprint | 6400 um^2 |
| Area grow syn2layout | 76.1% |
| Max incr delay on CP | 0.13 ns |
| Ports | 10 |
| Rel. slew slack | 88.1% |
| Routed Wire Length | 1.10 mm |
| Main flop type | dfxtp_1 |
| Vias | 400 |
| Critical-path cell list | clkbuf_4 > clkbuf_4 > nand3_2 > or3_1 > o31ai_1 > buf_2 |
| CP Launch Type | clock port |
| Most used cell, CP | clkbuf_4 |
| RSZ-0062 raised after global routing | true |
| WL/cell | 9.34 um |
| WP buf/inv | 3 |
| PortBufs | 9 |
| Skew final | 0.00375 ns |
| Post-DP HPWL | 767 um |
| Fin. max-slew vios | 0 |
| Ao+oa area frac | 8.06% |
| Pwr Density | 579 nW/um^2 |
| Share of layout cells above drive strength 1 | 50.0% |
| Async SR Flop Fraction | 0% |
| Synth unique cells | 19 |
| Largest register FFs | 8 |
| Starting DRT DRC Count | 14 |
| Grt ovf | 0 |
| Vias in the first global route | 480 |
| Final setup vio count | 0 |
| Leak pwr | 0.000340 uW |
[per-layer routing]
metal | GRT usage [%] | routed length (um) | vias up | share of wire, %
li1 | - | - | 216 | -
met1 | 4.02 | 556 | 168 | 50
met2 | 3.53 | 370 | 14 | 34
met3 | 4.20 | 161 | 2 | 15
met4 | 1.58 | 13 | 0 | 1.2
met5 | 0 | 0 | - | 0
[cells by family after synthesis]
group,after synthesis
compound gates,6
xor+xnor,6
fa+ha+maj,9
buf+inv,8
flops,8
simple gates,13
[layout by cell type (no fill, tap or decap), types with 2 or more instances in the layout]
| cell | n |
|---|---|
| xnor2_1 | 4 |
| buf_4 | 5 |
| inv_1 | 4 |
| nand3_1 | 2 |
| dfxtp_4 | 2 |
| nand4_1 | 2 |
| dlygate4sd2_1 | 8 |
| a21oi_1 | 2 |
| inv_2 | 4 |
| ha_1 | 2 |
| xor2_1 | 2 |
| ha_4 | 7 |
| clkbuf_4 | 7 |
| dfxtp_2 | 5 |
[through the flow]
| stage | cell area (um^2) | util (%) | hold slack (ns) | setup TNS (ns) | cells |
|---|---|---|---|---|---|
| 2_1_floorplan | 465 | - | 0.400 | 0 | 50 |
| 3_3_place_gp | 628 | 18.4 | 0.420 | -0.520 | 107 |
| 3_5_place_dp | 628 | 18.4 | 0.426 | -0.533 | 107 |
| 4_1_cts | 723 | 21.2 | 0.430 | 0 | 116 |
| 5_1_grt | 820 | 24.0 | 0.427 | -0.0660 | 118 |
| 6_report | 820 | 24.0 | 0.418 | 0 | 118 |
[what timing repair did]
| action | in CTS | in global routing |
|---|---|---|
| setup endpoints to repair | 8 | 6 |
| setup buffers | 1 | 2 |
| pin swaps | 14 | 9 |
| gates resized | 21 | 15 |
[cell type report]
cell class / instances / area (um^2)
multi-input cells: 34 / 389
well taps: 46 / 57.6
clock buffers: 9 / 61.3
fillers: 364 / 2600
inverters: 8 / 30.0
flip-flops and latches: 8 / 174
repair buffers: 13 / 108
[worst max path at each step]
| stage | from | to | slack, ns | depth (start not counted) |
|---|---|---|---|---|
| global route | steps[1] | PWM_OUT | -0.07 | 6 |
| finish | PWM_CLK | PWM_OUT | 0.04 | 6 |
| CTS | steps[1] | PWM_OUT | 0.006 | 6 |
[power breakdown]
group	switching (uW)	internal, uW
combinational	14.5	19.0
clock	104	187
sequential	0	149
total	119	356
No activity file was given, so power comes from the tool's default toggle rates.
